--- /design/flow/run.sh ---
#!/bin/bash
# OpenROAD 26Q1-2900-gdf79404cd8, Yosys 0.63+post, stock flow scripts
make -C /OpenROAD-flow-scripts/flow DESIGN_CONFIG=/design/flow/config.mk WORK_HOME=/design/flow/orfs finish
--- /design/flow/config.mk ---
export PLATFORM = sky130hd
export DESIGN_NAME = death
export DESIGN_NICKNAME = death
export VERILOG_FILES = /design/flow/design.v
export SDC_FILE = /design/flow/constraint.sdc
export NUM_CORES = 4
export LEC_CHECK = 1
export CORE_UTILIZATION = 40
--- /design/flow/constraint.sdc ---
current_design death

set clk_period 7.0
set clk_io_pct 0.2

create_clock -name clk0 -period $clk_period [get_ports {clk}]

set non_clock_inputs [all_inputs -no_clocks]
set_input_delay [expr $clk_period * $clk_io_pct] -clock clk0 $non_clock_inputs
set_output_delay [expr $clk_period * $clk_io_pct] -clock clk0 [all_outputs]
--- /design/flow/design.v ---
`timescale 1ns / 1ps
module death(
    input clk,
    input [12:0] pixel_index,
    output reg [15:0] oled_data
    );
    localparam SCREEN_WIDTH = 96;
    localparam GRAY50 = 16'b01111_011111_01111;
    localparam BLACK = 16'h0000;
    localparam WHITE = 16'hFFFF;
    wire [6:0] x;
    wire [5:0] y;
    wire [13:0] row_white;
    wire gray_pixels;
    assign x = pixel_index % SCREEN_WIDTH;
    assign y = pixel_index / SCREEN_WIDTH;
    assign row_white[0] = y == 25 && (x == 7 || x == 88);
    assign row_white[1] = y == 26 && (x == 8 || x == 9 || x == 86 || x == 87);
    assign row_white[2] = y == 27 && ((x >= 8 && x <= 11) || (x >= 84 && x <= 87));
    assign row_white[3] = y == 28 && ((x >= 8 && x <= 13) || (x >= 82 && x <= 87));
    assign row_white[4] = y == 29 && ((x >= 9 && x <= 15) || (x >= 80 && x <= 86) || x == 23 || x == 28 || x == 33 || x == 34
        || x == 39 || x == 45 || (x >= 50 && x <= 52) || x == 58 || (x >= 60 && x <= 64) || (x >= 67 && x <= 69));
    assign row_white[5] = y == 30 && (x == 8 || (x >= 12 && x <= 16) || x == 23 || x == 27 || x == 31 || x == 36 || x == 39
        || x == 45 || x == 50 || x == 54 || x == 58 || x == 60 || x == 67 || x == 71 || (x >= 79 && x <= 83) || x == 87);
    assign row_white[6] = y == 31 && ((x >= 7 && x <= 17) || x == 24 || x == 27 || x == 30 || x == 36 || x == 37 || x == 39
        || x == 45 || x == 50 || x == 55 || x == 58 || x == 60 || x == 67 || x == 72 || (x >= 78 && x <= 88));
    assign row_white[7] = y == 32 && ((x >= 7 && x <= 17) || x == 24 || x == 26 || x == 30 || x == 37 || x == 39 || x == 45
        || x == 50 || x == 55 || x == 58 || x == 60 || x == 67 || x == 72 || (x >= 78 && x <= 88));
    assign row_white[8] = y == 33 && ((x >= 8 && x <= 12) || (x >= 16 && x <= 18) || x == 25 || x == 26 || x == 30 || x == 37 || x == 39 
        || x == 45 || x == 50 || x == 55 || x == 58 || (x >= 60 && x <= 64) || x == 67 || x == 72 || (x >= 77 && x <= 79) || (x >= 83 && x <= 87));
    assign row_white[9] = y == 34 && (x == 10 || x == 11 || (x >= 13 && x <= 15) || x == 17 || x == 18 || x == 25 || x == 30 || x == 37 || x == 39 
        || x == 45 || x == 50 || x == 55 || x == 56 || x == 58 || x == 60 || x == 67 || x == 72 || x == 73 || x == 77 || x == 78
        || (x >= 80 && x <= 82) || x == 84 || x == 85);
    assign row_white[10] = y == 35 && ((x >= 8 && x <= 10) || (x >= 12 && x <= 15) || x == 17 || x == 18 || x == 25 || x == 30 || x == 36 || x == 37
        || x == 39 || x == 45 || x == 50 || x == 55 || x == 58 || x == 60 || x == 67 || x == 72 || x == 77 || x == 78
        || (x >= 80 && x <= 83) || (x >= 85 && x <= 87));
    assign row_white[11] = y == 36 && (x == 9 || x == 10 || (x >= 12 && x <= 14) || (x >= 16 && x <= 18) || x == 25 || x == 30 || x == 31 || x == 36
        || x == 39 || x == 40 || x == 44 || x == 50 || x == 54 || x == 55 || x == 58 || x == 60 || x == 67 || x == 71 || x == 72
        || (x >= 77 && x <= 79) || (x >= 81 && x <= 83) || x == 85 || x == 86);
    assign row_white[12] = y == 37 && ((x >= 12 && x <= 17) || x == 25 || (x >= 31 && x <= 35) || (x >= 40 && x <= 44) || (x >= 50 && x <= 54)
        || x == 58 || (x >= 60 && x <= 64) || (x >= 67 && x <= 71) || (x >= 78 && x <= 83));
    assign row_white[13] = y == 38 && ((x >= 13 && x <= 16) || (x >= 79 && x <= 82));
    assign gray_pixels = (y == 25 && (x == 6 || x == 89))
        || ((y == 26 || y == 27) && (x == 7 || x == 88))
        || (y == 29 && (x == 22 || x == 32 || x == 35 || x == 49 || x == 53 || x == 66 || x == 70))
        || (y == 30 && (x == 24 || x == 28 || x == 30 || x == 32 || x == 35 || x == 44 || x == 49
            || x == 53 || x == 55 || x == 61 || x == 66 || x == 70 || x == 72))
        || (y == 31 && (x == 23 || x == 31 || x == 44 || x == 49 || x == 54 || x == 61 || x == 66 || x == 71))
        || (y == 32 && (x == 27 || x == 36 || x == 44 || x == 49 || x == 56 || x == 61 || x == 66 || x == 73))
        || (y == 33 && (x == 24 || x == 44 || x == 49 || x == 56 || x == 66 || x == 73))
        || (y == 34 && (x == 26 || x == 36 || x == 44 || x == 49 || x == 61 || x == 66))
        || (y == 35 && (x == 26 || x == 44 || x == 49 || x == 61 || x == 66))
        || (y == 36 && (x == 26 || x == 35 || x == 45 || x == 49 || x == 61 || x == 66))
        || (y == 37 && (x == 26 || x == 36 || x == 49 || x == 66));
    always @(posedge clk) begin
        if (row_white) begin
            oled_data = WHITE;
        end else if (gray_pixels) begin
            oled_data = GRAY50;
        end else begin
            oled_data = BLACK;
        end
    end
endmodule
==> run summary <==
Implementation numbers.

- The flow ran to the end, and the final reports show no timing, DRC or antenna violations.
- The clock slew at the register clock pins of the worst setup and hold paths is ~30 ps.
- The internal power of the cells totals ~0.15 mW.
- The met2 track utilization from global routing is 42.0%.
- The synthesized area per cell reads 6.24 um^2.
- After synthesis, the chip area reported by Yosys is 2900 um^2.
- The total global routing track utilization reads 28.7%.
- The end point of the critical path is oled_data[14]$_SDFF_PP1_.
- The post-layout instance area reads 3130 um^2.
- Per the detail_route report, DRC violations left total 0.
- The proportion of register bits with asynchronous set or reset after synthesis is 0%.
- Yosys stat counts 465 cells in the synthesized netlist.
- The layout summary lists the proportion of cells stronger than drive strength 1 as 8.43%.
- The share of synthesized area spent on multiplexers is 1.42%.
- The aggregate global routing overflow is 0.
- The synthesis run shows the most used standard cells to be sky130_fd_sc_hd__nor2_1 (54), sky130_fd_sc_hd__nand2_1 (51), sky130_fd_sc_hd__a21oi_1 (32).
- The number of antenna violations at the first check in global routing is 0.
- Sorting the synthesized cells by area gives the leading types as sky130_fd_sc_hd__nor2_1 (7.0%), sky130_fd_sc_hd__nand2_1 (6.6%), sky130_fd_sc_hd__a21oi_1 (5.5%).
- The average wire per cell in the routed design is around 20 um.
- The cell area after placement is 3090 um^2.
- The share of synthesized cell area in and, or, nand and nor gates reads just under 40%.
- The type of element capturing the critical path is a register.
- The post-synth tally of flip-flops with integrated enable is 0.
- The most congested layer reported by global routing reads met1.
- The via count of the routed design reads 3,842.
- The total number of clock tree sinks reads 2.
- The most used flip-flop cell reads sky130_fd_sc_hd__dfxtp_1.
- Data on the critical path arrives at its endpoint at between 6000 and 7000 ps.
- At the floorplan stage, the core utilization is reported as 42.0%.
- RePlAce ended its routability-driven mode at a weighted congestion of 1.07.
- The sequential cell fraction of total power reads 4.5%.
- The kind of start point of the critical path is an input pin.
- The site row count reads 30.
- Across all checked pins, the minimum headroom to the slew limit is about 25%.
- STA lists the startpoint of the worst hold path as oled_data[10]$_SDFF_PP1_.
- Across all hold checks on the routed design, the worst slack comes to 2300 ps.
- The worst setup path is of the in -> reg kind.
- The power report attributes to the combinational group a share of approximately 80%.
- For reference, the final report shows the hold violation count at 0.
- The tree is rooted in a sky130_fd_sc_hd__clkbuf_8.
- The share of Yosys cell area claimed by the top area cell type reads 6.99%.
- The tightest min-delay check is of the reg -> out type.
- The detailed placement HPWL is roughly 7.8 mm.
- Max-slew check failures listed in the final report amount to 0.
- In this run, distinct cell masters in the synthesized netlist total between 80 and 90.
- The die is 87.2 um tall.
- The final-report setup violation count reads 0.
- The total negative slack reads 0 ps.
- Port buffering added 29 buffers.
- In this run the full chip footprint comes out at 7600 um^2.
- The required time of the worst setup path reads around 7100 ps.
- Of the synthesized area, sequential elements account for 1.38%.
- VDD sags by at most 0.0526 mV.
- The number of nets with antenna violations after detailed routing is 0.
- The count of H-tree levels built during CTS is 1.
- The number of global-route vias before repair was 3,351.
- The buffer levels on the longest clock path is 2.
- The ratio of total power to cell area reads ~110 nW/um^2.
- Across the run, the number of max-cap violations was 0.
- The count of instances resized after the clock tree is built reads 0.
- Yosys shows that the main logic family after synthesis is AND-OR/OR-AND gates.
- The number of buffers inserted for hold repair after clock tree synthesis is 0.
- The register with the most flip-flops in the layout has 2 of them.
- The total wire length after detailed routing is approximately 11 mm.
- The DRC marker count from the first detailed-route iteration reads 657.
- The first detailed-routing pass took 6 iterations.
- The warning total across the stage logs is 25.
- The instance count of the mapped netlist is 465.
- The switching portion of total power reads 55.7%.
- For reference, the critical path is launched at pixel_index[10].
- The total net switching power is 0.189 mW.
- The I/O pin total is 30.
- The met1 track utilization from global routing is 42.1%.
- The met3 global-route usage reads ~6%.
- Setup repair after global routing left no endpoint under its margin.
- The synthesized netlist occupies a cell area of just under 3000 um^2.
- The count of yosys warnings during synthesis is 1.
- The largest net degree at the start of global routing is 39.
- The synthesis-to-finish area growth is 8.07%.
- The fraction of the mapped netlist area in adder cells is 0.777%.
- The standard cell core area is about 6900 um^2.
- The horizontal die dimension is 87.2 um.
- The buffers inserted during post-CTS setup optimization is 0.
- Max fanout on the critical path was recorded as 16.
- The transition at the pin with the smallest max-transition slack is 1120 ps.
- The area share of and-or/or-and cells after synthesis reads 44.7%.
- Per the TritonCTS log, the buffer count is 3.
- For the finished layout, the period the worst path requires is 6270 ps.
- Per the detail_route report, inserted antenna diodes total 0.
- The routed via count divided by cell count reads between 7 and 8.
- The fraction of synthesized cell area in xor and xnor cells reads 1.51%.
- The share of total power dissipated in the clock network is 13.2%.
- The cell with the most instances after synthesis is sky130_fd_sc_hd__nor2_1.
- Per the synth log, the flip-flop and latch total comes to 2.
- The first-pass GRT wire length reads about 17 mm.
- The library cell with the largest summed area after synthesis reads sky130_fd_sc_hd__nor2_1.
- In this run the static leakage power is between 0.9 and 1 nW.
- The TritonCTS clock tree is built.
- The final timing summary puts the cycle share of the worst path at between 80% and 90%.
- Static timing analysis puts the maximum clock frequency at approximately 160 MHz.
-- power by group through the flow --
stage / combinational [mW] / sequential (mW) / clock [mW]
CTS: 0.268 / 0.0154 / 0.0469
global route: 0.295 / 0.0156 / 0.0475
finish: 0.279 / 0.0152 / 0.0448
-- per-layer routing --
layer / part of all wire [%] / vias to the layer above / routed length (um)
met2: 42 / 310 / 4500
li1: - / 1763 / -
met4: 4.0 / 0 / 435
met5: 0 / - / 0
met3: 12 / 63 / 1250
met1: 43 / 1706 / 4600
-- area by class of cell --
type	count	area [um^2]
Tap cell	96	120
Fill cell	728	3770
Timing Repair Buffer	40	373
Multi-Input combinational cell	399	2530
Sequential cell	2	40.0
Inverter	7	26.3
Clock buffer	3	41.3
-- kinds of logic after synthesis --
group | after synthesis
buffers and inverters | 64
flip-flops | 2
adder cells (fa/ha/maj) | 2
AND/OR/NAND/NOR | 219
AND-OR/OR-AND | 169
XOR/XNOR | 5
multiplexers | 4
-- critical path: stages --
cell                              delay (ps)
sky130_fd_sc_hd__clkdlybuf4s50_1         680
sky130_fd_sc_hd__or4b_1                  630
sky130_fd_sc_hd__o211ai_2                150
sky130_fd_sc_hd__nor3_4                  130
sky130_fd_sc_hd__o21a_1                  250
sky130_fd_sc_hd__a21boi_0                270
sky130_fd_sc_hd__or3_1                   370
sky130_fd_sc_hd__nand2_2                 250
sky130_fd_sc_hd__a221oi_2                650
sky130_fd_sc_hd__a2111oi_0               210
sky130_fd_sc_hd__a311o_1                 400
sky130_fd_sc_hd__nor4_1                  460
sky130_fd_sc_hd__a21oi_1                 150
sky130_fd_sc_hd__nor3_2                  230
sky130_fd_sc_hd__nand4_1                 100
-- how the worst min path moves through the flow --
stage         endpoint  depth (start not counted)  slack, ps
4_1_cts   oled_data[4]                          1       2310
5_1_grt   oled_data[4]                          1       2340
6_report  oled_data[4]                          1       2300
-- layout by cell type (no fill, tap or decap), types with 11 or more instances in the layout --
| cell type | n |
|---|---|
| sky130_fd_sc_hd__clkdlybuf4s50_1 | 29 |
| sky130_fd_sc_hd__o21ai_0 | 22 |
| sky130_fd_sc_hd__nand3_1 | 11 |
| sky130_fd_sc_hd__nand2b_1 | 13 |
| sky130_fd_sc_hd__nand2_1 | 51 |
| sky130_fd_sc_hd__a21oi_1 | 32 |
| sky130_fd_sc_hd__nor4_1 | 12 |
| sky130_fd_sc_hd__nor3_1 | 23 |
| sky130_fd_sc_hd__nor2_1 | 54 |
| sky130_fd_sc_hd__buf_4 | 11 |
-- per-stage QoR --
step | std cells | total power, mW | util (%) | worst slack [ps]
3_3_place_gp | 544 | 0.287 | 44.8 | 674
5_1_grt | 547 | 0.358 | 45.4 | 506
4_1_cts | 547 | 0.330 | 45.4 | 896
2_1_floorplan | 465 | 0.216 | - | 1620
6_report | 547 | 0.339 | 45.4 | 729
3_5_place_dp | 544 | 0.282 | 44.8 | 697
Power is estimated from default activity; no workload was simulated.
